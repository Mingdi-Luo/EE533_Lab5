### flow/run.sh
#!/bin/bash
# OpenROAD 26Q1-2900-gdf79404cd8, Yosys 0.63+post, stock flow scripts
make -C /OpenROAD-flow-scripts/flow DESIGN_CONFIG=/design/flow/config.mk WORK_HOME=/design/flow/orfs finish
### flow/config.mk
export PLATFORM = sky130hd
export DESIGN_NAME = pipeline_datapath_core
export DESIGN_NICKNAME = pipeline_datapath_core
export VERILOG_FILES = /design/flow/design.v
export SDC_FILE = /design/flow/constraint.sdc
export NUM_CORES = 4
export LEC_CHECK = 1
export CORE_UTILIZATION = 40
### flow/constraint.sdc
current_design pipeline_datapath_core

set clk_period 47.1
set clk_io_pct 0.2

create_clock -name clk0 -period $clk_period [get_ports {clk}]

set non_clock_inputs [all_inputs -no_clocks]
set_input_delay [expr $clk_period * $clk_io_pct] -clock clk0 $non_clock_inputs
set_output_delay [expr $clk_period * $clk_io_pct] -clock clk0 [all_outputs]
### flow/design.v
`timescale 1ns / 1ps
module pipeline_datapath_core #(
    parameter DATA_WIDTH              = 64,
    parameter INSTR_WIDTH             = 32,
    parameter IMEM_ADDR_WIDTH         = 9,    
    parameter DMEM_ADDR_WIDTH         = 8,    
    parameter REGFILE_ADDRESS_WIDTH   = 5
)(
    input  wire                         clk,
    input  wire                         reset,
    input  wire                         enable,
    output reg  [IMEM_ADDR_WIDTH-1:0]    imem_addr,
    input  wire [INSTR_WIDTH-1:0]        imem_dout,
    output wire                         dmem_wea,
    output wire [DMEM_ADDR_WIDTH-1:0]   dmem_addra,
    output wire [DMEM_ADDR_WIDTH-1:0]   dmem_addrb,
    output wire [DATA_WIDTH-1:0]        dmem_dina,
    input  wire [DATA_WIDTH-1:0]        dmem_doutb
);
    reg [IMEM_ADDR_WIDTH-1:0] PC;
    reg [INSTR_WIDTH-1:0]              if_id_instr;
    reg                               id_ex_wmem_en;
    reg                               id_ex_wreg_en;
    reg [DATA_WIDTH-1:0]              id_ex_r1out;
    reg [DATA_WIDTH-1:0]              id_ex_r2out;
    reg [REGFILE_ADDRESS_WIDTH-1:0]   id_ex_wreg;
    reg                               ex_mem_wmem_en;
    reg                               ex_mem_wreg_en;
    reg [DATA_WIDTH-1:0]              ex_mem_r1out;
    reg [DATA_WIDTH-1:0]              ex_mem_r2out;
    reg [REGFILE_ADDRESS_WIDTH-1:0]   ex_mem_wreg;
    reg                               mem_wb_wreg_en;
    reg [DATA_WIDTH-1:0]              mem_wb_wdata;
    reg [REGFILE_ADDRESS_WIDTH-1:0]   mem_wb_wreg;
    wire [DATA_WIDTH-1:0] r0data;
    wire [DATA_WIDTH-1:0] r1data;
    regfile #(
        .REGISTERED_OUTPUT(0),
        .ADDRESS_WIDTH(REGFILE_ADDRESS_WIDTH),
        .DATA_WIDTH(DATA_WIDTH)
    ) u_regfile (
        .clk   (clk),
        .r0addr(if_id_instr[29:25]),
        .r1addr(if_id_instr[24:20]),
        .wdata (mem_wb_wdata),
        .wena  (mem_wb_wreg_en),
        .waddr (mem_wb_wreg),
        .rst   (reset),
        .r0data(r0data),
        .r1data(r1data)
    );
    assign dmem_wea   = ex_mem_wmem_en;
    assign dmem_addra = ex_mem_r1out[DMEM_ADDR_WIDTH-1:0];
    assign dmem_addrb = ex_mem_r1out[DMEM_ADDR_WIDTH-1:0];
    assign dmem_dina  = ex_mem_r2out;
    always @(posedge clk) begin
        if (reset) begin
            PC         <= {IMEM_ADDR_WIDTH{1'b0}};
            imem_addr  <= {IMEM_ADDR_WIDTH{1'b0}};
            if_id_instr <= {INSTR_WIDTH{1'b0}};
            id_ex_wmem_en <= 1'b0;
            id_ex_wreg_en <= 1'b0;
            id_ex_r1out   <= {DATA_WIDTH{1'b0}};
            id_ex_r2out   <= {DATA_WIDTH{1'b0}};
            id_ex_wreg    <= {REGFILE_ADDRESS_WIDTH{1'b0}};
            ex_mem_wmem_en <= 1'b0;
            ex_mem_wreg_en <= 1'b0;
            ex_mem_r1out   <= {DATA_WIDTH{1'b0}};
            ex_mem_r2out   <= {DATA_WIDTH{1'b0}};
            ex_mem_wreg    <= {REGFILE_ADDRESS_WIDTH{1'b0}};
            mem_wb_wreg_en <= 1'b0;
            mem_wb_wdata   <= {DATA_WIDTH{1'b0}};
            mem_wb_wreg    <= {REGFILE_ADDRESS_WIDTH{1'b0}};
        end else if (enable) begin
            imem_addr <= PC;
            PC <= PC + 1'b1;
            if_id_instr <= imem_dout;
            id_ex_wmem_en <= if_id_instr[31];
            id_ex_wreg_en <= if_id_instr[30];
            id_ex_r1out   <= r0data;
            id_ex_r2out   <= r1data;
            id_ex_wreg    <= if_id_instr[19:15];
            ex_mem_wmem_en <= id_ex_wmem_en;
            ex_mem_wreg_en <= id_ex_wreg_en;
            ex_mem_r1out   <= id_ex_r1out;
            ex_mem_r2out   <= id_ex_r2out;
            ex_mem_wreg    <= id_ex_wreg;
            mem_wb_wdata   <= dmem_doutb;
            mem_wb_wreg_en <= ex_mem_wreg_en;
            mem_wb_wreg    <= ex_mem_wreg;
        end
    end
endmodule
`timescale 1ns / 1ps
module regfile #(
    parameter REGISTERED_OUTPUT = 1,
    parameter ADDRESS_WIDTH     = 5,
    parameter DATA_WIDTH        = 64
)(
    input                          clk,
    input  [ADDRESS_WIDTH-1:0]     r0addr, r1addr,
    input  [ADDRESS_WIDTH-1:0]     waddr,
    input  [DATA_WIDTH-1:0]        wdata,
    input                          wena,
    input                          rst,
    output [DATA_WIDTH-1:0]        r0data,
    output [DATA_WIDTH-1:0]        r1data
);
    reg [DATA_WIDTH-1:0] register [0:2**ADDRESS_WIDTH-1];
    integer i;
    always @(negedge clk) begin
        if(rst) begin
            for (i = 0; i < 2**ADDRESS_WIDTH; i = i + 1) begin
                register[i] <= {DATA_WIDTH{1'b0}};
            end
        end
        else if (wena && waddr != 0)
            register[waddr] <= wdata;
    end
    generate
        if (REGISTERED_OUTPUT) begin
            reg [DATA_WIDTH-1:0] data_reg0;
            reg [DATA_WIDTH-1:0] data_reg1;
            always @(posedge clk) begin
                data_reg0 <= (r0addr != 0) ? register[r0addr] : {DATA_WIDTH{1'b0}};
                data_reg1 <= (r1addr != 0) ? register[r1addr] : {DATA_WIDTH{1'b0}};
            end
            assign r0data = data_reg0;
            assign r1data = data_reg1;
        end
        else begin
            assign r0data = (r0addr != 0) ? register[r0addr] : {DATA_WIDTH{1'b0}};
            assign r1data = (r1addr != 0) ? register[r1addr] : {DATA_WIDTH{1'b0}};
        end
    endgenerate
endmodule
==> flow_metrics.tcl <==
# place-and-route summary
set metrics [dict create \
    stdcell_count 12460 \
    path_clk_slew_ns 0.06 \
    overflow 0 \
    r2r_slack_ns 19.35 \
    cp_cell_sequence "buf_8 -> nor3b_1 -> nand2b_1 -> nor2_4 -> buf_4 -> or2_4 -> buf_4 -> buf_4" \
    start_kind "primary input" \
    post_route_cells_drive_above_1_share_pct 13.7 \
    syn_avg_cell_area_sq_um 15.2 \
    worstHoldStart "ex_mem_r2out[51]$_SDFFE_PP0P_" \
    cts_tree "done" \
    final_util_pct 49.1 \
    grt_pass1_vias 72308 \
    hold_path_depth 2 \
    avgRoutedWirePerCell_microns 25.2 \
    maxCapViolations 0 \
    row_count 185 \
    cts_resized 0 \
    cts_sinks 2311 \
    cts-root-buf "clkbuf_16" \
    powerDensity_nw_per_um2 43.4 \
    slew_viol_final 0 \
    cts-htree-levels 5 \
    fp.coreArea_sq_um 255000 \
    cp.required_ns 24.07 \
    io_buffers 173 \
    die_h_microns 509 \
    yosys_cells 6769 \
    postLayoutCellArea_sq_um 125000 \
    chip_area_sq_um 259000 \
    grt_pass1_wl_mm 455 \
    ys_area_sq_um 103000 \
    grt_max_degree 104 \
    synth_area_sq_um 103000 \
    whs_endpoint "ex_mem_r2out[51]$_SDFFE_PP0P_" \
    ff_type "edfxtp_1" \
    ant_nets 0 \
    min_path_type "register to register" \
    clock_latency_ns 0.96 \
    setup_tns_ns 0 \
    ys_types 56 \
    die_w_microns 509 \
    ys_seq_share_pct 65.0 \
    cp_max_fo 33 \
    cpPeakStageDelay_ns 0.59 \
    crit_type "primary input to register" \
    arrival_ns 12.94 \
    grt_use_total_pct 26.7 \
    r2r-start "mem_wb_wreg_en$_SDFFE_PP0P_" \
    ys_ff 2311 \
    reg2reg_depth 7 \
    cts_hold_buf 0 \
    cp_top_family "buffers and inverters" \
    dpl.cell_count 9920 \
    ys_async_sr_fraction_pct 0 \
    pre_cts_slack_ns 10.33 \
    antenna_found_initial 13 \
    clock-skew-final_ns 0.0747 \
    place_hpwl_mm 173 \
    warning_count 1046 \
    p_leak_nw 52.6 \
    syn_inst 6769 \
    status "finished, final reports clean" \
    power_mw 5.42 \
    grt_setup_unrepaired "false" \
    initCoreUtil_pct 40.3 \
    worstPathBufferInverterCount 4 \
    drt_iter0_drc 3637 \
    finalSetupViolCount 0 \
    topCellsByArea "edfxtp_1 (60%), and2_1 (12%), mux4_2 (10%)" \
    setup_ws_ns 11.13 \
    first_pass_iters 5 \
    vias_per_cell 5.24 \
    hold_violations 0 \
    gp_congestion 0.853 \
    top_area_share_pct 59.9 \
    whs_ns 0.487 \
    drc 0 \
    crit_slowest_cell "buf_4" \
    synth.largest_area_cell "edfxtp_1" \
    ir_drop_v 0.0000437 \
    ios 189 \
    area_growth_pct 21.6 \
    place_area_sq_um 108000 \
    worstMarginPinSlew_ns 1.03 \
    slew-limit-headroom_pct 31.0 \
    edf_count 2048 \
    vias 65316 \
    clk_path_buf_depth 4 \
    end_kind "register" \
    routed_wl_mm 314 \
    worst_path_most_repeated_cell "buf_4" \
    cts_buffers 280 \
    r2r_end "u_regfile.register[16][56]$_SDFFCE_NN0P_" \
    postCtsSetupRepairBufs 0 \
    yosysWarningCount 2 \
]
[layout make-up]
cell class | count | area (sq um)
Tap cell | 3366 | 4210
Inverter | 3 | 11.3
Sequential cell | 2311 | 66800
Timing Repair Buffer | 423 | 3680
Antenna cell | 15 | 37.5
Multi-Input combinational cell | 3816 | 33600
Fill cell | 20820 | 130000
Clock inverter | 2205 | 9120
Clock buffer | 321 | 7440
[power by group]
| group | switching [mW] | total (mW) | internal [mW] |
|---|---|---|---|
| clock network | 1.27 | 2.76 | 1.49 |
| logic | 0.196 | 0.313 | 0.117 |
| registers | 0.0387 | 2.35 | 2.31 |
| total | 1.50 | 5.42 | 3.92 |
[flip-flops by register name (all words and copies together), names as in the netlist]
name	flops
u_regfile.register	2048
ex_mem_r2out	64
id_ex_r2out	64
mem_wb_wdata	64
if_id_instr	17
PC	9
imem_addr	9
ex_mem_r1out	8
id_ex_r1out	8
ex_mem_wreg	5
id_ex_wreg	5
mem_wb_wreg	5
ex_mem_wmem_en	1
ex_mem_wreg_en	1
id_ex_wmem_en	1
id_ex_wreg_en	1
mem_wb_wreg_en	1
[metal layers]
layer | global-route usage, % | up-vias | routed length, microns
met2 | 38.1 | 4037 | 146000
met1 | 29.5 | 31512 | 103000
met4 | 10.0 | 16 | 10300
met5 | 1.59 | - | 487
met3 | 21.9 | 533 | 53700
li1 | - | 29218 | -
[worst reg2reg max path: cells and delay by family, from the launching register on]
family	cells	cell delay, ns
DFF	1	0.50
and+or+nand+nor	4	1.54
buffers and inverters	3	1.69
[placed cells by master, fill, tap and decap left out, types with 60 or more instances in the layout]
| cell type | n |
|---|---|
| conb_1 | 64 |
| clkbuf_16 | 289 |
| nand2_1 | 69 |
| and2_1 | 1985 |
| dfxtp_1 | 256 |
| inv_1 | 2086 |
| mux4_2 | 470 |
| clkdlybuf4s50_1 | 171 |
| nor2_1 | 194 |
| a22o_1 | 67 |
| a32o_1 | 60 |
| a22oi_1 | 89 |
| mux2i_1 | 406 |
| buf_4 | 245 |
| edfxtp_1 | 2048 |
[worst max-delay path by stage]
stage / slack, ns / depth (start not counted) / end / start
final: 11.13 / 8 / u_regfile.register[16][56]$_SDFFCE_NN0P_ / reset
after global routing: 11.11 / 8 / u_regfile.register[16][56]$_SDFFCE_NN0P_ / reset
after CTS: 11.24 / 6 / u_regfile.register[3][5]$_SDFFCE_NN0P_ / reset
[cell usage after synthesis (all sizes together) (15+ instances only)]
cell type / instances
a211o: 53
a22oi: 89
nand2: 69
a22o: 67
mux4: 470
and2: 1986
mux2i: 406
edfxtp: 2048
a221oi: 15
buf: 155
nand4: 36
clkbuf: 546
o22a: 28
mux2: 32
a32o: 60
or2: 32
o221ai: 57
nand3: 26
nor2: 229
dfxtp: 263
[kinds of logic after synthesis]
group | after synthesis | synth area share, %
AND/OR/NAND/NOR | 2423 | 14.0
flip-flops | 2311 | 65.0
multiplexers | 908 | 14.6
buffers and inverters | 705 | 2.88
AND-OR/OR-AND | 415 | 3.43
XOR/XNOR | 5 | 0.0426
adder cells (fa/ha/maj) | 1 | 0.0122
other | 1 | 0.00365
