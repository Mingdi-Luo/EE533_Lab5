## config.mk

```make
export PLATFORM = sky130hd
export DESIGN_NAME = ALUG13
export DESIGN_NICKNAME = ALUG13
export VERILOG_FILES = /design/flow/design.v
export SDC_FILE = /design/flow/constraint.sdc
export NUM_CORES = 4
export LEC_CHECK = 1
export CORE_UTILIZATION = 40
```

## run.sh

```bash
#!/bin/bash
# OpenROAD 26Q1-2900-gdf79404cd8, Yosys 0.63+post, stock flow scripts
make -C /OpenROAD-flow-scripts/flow DESIGN_CONFIG=/design/flow/config.mk WORK_HOME=/design/flow/orfs finish
```

## design.v

```verilog
`timescale 1ns/1ps
module ALUG13 (
    input               clk,
    input               rst_n,
    input      [63:0]   A,
    input      [63:0]   B,
    input      [3:0]    op_code,
    input      [5:0]    sub_start,  
    input      [5:0]    sub_len,   
    input      [5:0]    shift_amt,
    output reg [63:0]   O,
    output reg          overflow   
);
    reg [63:0] result;
    reg        carry;
    reg [63:0] A_shifted;
    reg [63:0] mask;
    always @(*) begin
        result = 64'b0;
        carry  = 1'b0;
        if (op_code == 4'b0000) begin
            {carry, result} = A + B;
        end
        else if (op_code == 4'b0001) begin
            {carry, result} = A - B;
        end
        else if (op_code == 4'b0010) begin
            result = A & B;
        end
        else if (op_code == 4'b0011) begin
            result = A | B;
        end
        else if (op_code == 4'b0100) begin
            result = ~(A ^ B);
        end
        else if (op_code == 4'b0101) begin
            if (A > B)
				result = 64'd1;
			else
				result = 64'd0;
            carry = 1'b0;
        end
        else if (op_code == 4'b0110) begin
            result = A << shift_amt;
        end
        else if (op_code == 4'b0111) begin
            result = A >> shift_amt;
        end
        else if (op_code == 4'b1000) begin
            if (sub_len == 0)
                mask = 64'b0;
            else
                mask = (64'h1 << sub_len) - 1;
            if ( ((A >> sub_start) & mask) == ((B >> sub_start) & mask) )
                result = 64'b1;
            else
                result = 64'b0;
        end
        else if (op_code == 4'b1001) begin
            A_shifted = A >> shift_amt;
            if (A_shifted > B)
                result = 64'b1;
            else
                result = 64'b0;
            carry = 1'b0;
        end
        else if (op_code == 4'b1010) begin
            A_shifted = A << shift_amt;
            if (A_shifted > B)
                result = 64'b1;
            else
                result = 64'b0;
            carry = 1'b0;
        end
    end
    always @(posedge clk or negedge rst_n) begin
        if (!rst_n) begin
            O <= 64'b0;
            overflow <= 1'b0;
        end 
        else begin
            O <= result;
            overflow <= carry;
        end
    end
endmodule
```

## constraint.sdc

```tcl
current_design ALUG13

set clk_period 1.0
set clk_io_pct 0.2

create_clock -name clk0 -period $clk_period [get_ports {clk}]

set non_clock_inputs [all_inputs -no_clocks]
set_input_delay [expr $clk_period * $clk_io_pct] -clock clk0 $non_clock_inputs
set_output_delay [expr $clk_period * $clk_io_pct] -clock clk0 [all_outputs]
```

==> out/qor.csv <==
metric,value,unit
worstPathRequired,1320,ps
path_max_fanout,19,
synth-edff-count,0,
wire_per_inst,32.7,um
ys_cells,4619,
seq_area,1630,um^2
drt-vias-per-instance,6.65,
finalPower,47400,uW
clockRootBuffer,clkbuf_16,
outcome,finished with violations,
clk_pin_slew,70,ps
grt_max_degree,123,
top_cell_area_share,0.122,
htree_num_levels,3,
via_count,50900,
fin_area,56800,um^2
hpwlAfterDp,200000,um
area_growth,72.7,%
top_area_cell,ha_1,
worstPathArrival,5200,ps
antenna_found_initial,22,
hold-worst-slack,444,ps
syn_inst,4619,
syn-cell-area,32900,um^2
rsz0062_at_grt,true,
numPortBuffers,216,
setup_viol,130,
die_h,289,um
grt_usage,0.596,
hp-start,B[1],
first_pass_iters,10,
drive_above_1_share,0.473,
power_density,835,nW/um^2
io_pins,217,
core_region_area,80900,um^2
synth.avg_cell_area,7.12,um^2
post-route-period-util,4.88,
clockBufferDepth,2,
cts.sinks,65,
vdd_drop_max,0.909,mV
combGateArea,33000,um^2
ff_type,dfrtp_1,
warnings,160,
power.leakage,0.0262,uW
mostFrequentLayoutCell,buf_4,
maxCapViolCount,0,
setup_ws,-3880,ps
initCoreUtil,0.406,
dpl_cell_area,50500,um^2
synth_warnings,1,
synth.distinct_cells,103,
critPathKind,primary input to register,
die_w,289,um
slew_headroom,0.371,
tritoncts,done,
ys_seq_share,0.0495,
fin_crit,4880,ps
yosys_area,32900,um^2
synthTopCellsByArea,"ha_1, mux4_2, mux2i_1",
lay_top_cells,"buf_4, nand2_1, nor2_1",
post_layout_nonfiller_instances,7656,
holdPathEnd,O[1],
wl,250000,um
ys_async_sr_fraction,1.00,
gp_congestion,1.26,
place_inst,7402,
grt_overflow,0,
drt-initial-drc-count,6954,
dieArea,83400,um^2
ant_nets,0,
fp-row-count,104,
hold_violations,0,
slew_viol_final,0,
startpoint_type,primary input,
min_path_cells,5,
violations,negative setup slack,
grt_pass1_wl,341000,um
drc,0,
fillers,6273,
fmax,205,MHz
grt_pass1_vias,47000,
setup-tns-final,-173270,ps
cts_buffers,9,
end_kind,register,
ys.flops,65,
worstMarginPinSlew,931,ps
min_path_type,primary input to register,
[critical path: stages]
cell and delay [ps]:
buf_2 190, buf_4 310, bufbuf_16 370, mux4_2 330, nand2_1 80, nand2_1 110, o21ai_1 270, mux2i_1 270
nand2_1 130, o21ai_0 140, buf_4 200, ha_1 300, nand4_1 300, nor4_1 460, buf_4 180, nand4_1 120
o21ai_0 190, nor2_1 90, a221o_1 330, a221o_1 310, a31oi_1 180, a211o_1 120
[synthesized netlist by cell type (27+ instances only)]
cell type,count
o21ai_0,316
and3_1,38
a21oi_1,408
mux2_2,88
inv_1,217
a221oi_1,38
nand2b_1,38
a22oi_1,41
clkbuf_1,261
xnor2_1,71
buf_1,48
dfrtp_1,65
a211oi_1,50
nor2b_1,42
o211ai_1,51
nor4_1,49
ha_1,321
buf_2,46
a31oi_1,51
mux4_2,153
o21bai_1,43
nand3_1,95
o221ai_1,55
xor2_1,35
nor2_1,502
o31ai_1,27
a21o_1,86
o22ai_1,75
mux2i_1,250
nand2_1,487
nor3_1,108
nand4_1,50
[report_power, final]
part           switching, uW  internal, uW  leakage (uW)  total (uW)
Sequential              86.4          2920      0.000845        3010
Combinational          22900         18400        0.0252       41300
Clock                   1430          1750      0.000135        3170
Total                  24400         23000        0.0262       47400
[kinds of logic after synthesis]
kind of cell               Yosys count  synth area share
AOI/OAI and AO/OA                 1534             0.309
xor gates and xnor gates           106            0.0282
adders and majority gates          323             0.123
buffers and inverters              592            0.0721
DFF                                 65            0.0495
muxes                              491             0.211
and+or+nand+nor                   1508             0.207
[sequential cells by signal, indices dropped and copies added, names as in the netlist]
name      cells
overflow      1
O            64
[worst max-delay path by stage]
stage	from	end	slack [ps]	cells past startpoint
6_report	shift_amt[1]	O[0]	-3880	22
5_1_grt	op_code[0]	O[0]	-3890	24
4_1_cts	op_code[0]	O[0]	-3690	23
[layout make-up]
class / instances / area share
antenna: 22 / 0.000970
clock buffer: 10 / 0.00421
clock inverter: 6 / 0.000749
inverter: 224 / 0.0167
multi-input combinational: 3962 / 0.580
sequential: 65 / 0.0286
tap: 1060 / 0.0234
timing repair buffer: 2307 / 0.345
[per-layer routing]
metal  track usage  share of wire  vias up
li1              -              -    21300
met4         0.456           0.11       32
met5        0.0477         0.0038        -
met1         0.696           0.34    23700
met3         0.370           0.18     1376
met2         0.774           0.37     4425
[what timing repair did]
action,4_1_cts,5_1_grt
setup buffers,209,52
gates cloned,6,0
endpoints found under the setup margin,130,195
resized,1169,250
hold buffers,1,2
hold endpoints to repair,65,14
pin swaps,245,163
[through the flow]
| stage | setup slack [ps] | utilization |
|---|---|---|
| after floorplan | -3620 | - |
| after global placement | -5140 | 0.624 |
| after detailed placement | -5150 | 0.624 |
| after CTS | -3690 | 0.686 |
| after global routing | -3890 | 0.701 |
| final | -3880 | 0.702 |
No activity file was given, so power comes from the tool's default toggle rates.
